[design/flow/design.v]
`timescale 1ns / 1ps
module blinker(clk,reset,select,pause,led);
 input clk,reset,pause;      
 input [2:0] select;         
 output [3:0] led;           
 reg internal_rst;           
 reg [3:0] led;
 reg [26:0] counter;         
 reg [2:0] sel_delay;   
 wire rst;
 parameter delay = 7812500;  
 assign rst = internal_rst | reset; 
 always @ (posedge clk)
 case (select)
      3'b000 : begin         
                    if  (rst == 1)
                         begin
                         led <= 4'b0;
                         counter <= 0;
                         end
                    else begin
                         if  (counter == delay-1 && pause == 0)
                              begin                                 
                              led <= led + 4'b0001;
                              counter <= 0;
                              end
                         else if  (pause == 0)
                                   begin  
                                   counter <= counter + 1;
                                   end
                         end
               end
      3'b001 : begin         
                    if  (rst == 1)
                         begin
                         led <= 4'b1111;
                         counter <= 0;
                         end
                    else begin
                         if  (counter == delay-1 && pause == 0)
                              begin
                              led <= led - 4'b0001;
                              counter <= 0;
                              end
                         else if  (pause == 0)
                                   begin  
                                   counter <= counter + 1;
                                   end
                         end
               end
      3'b010 : begin         
                    if  (rst == 1)
                         begin
                         led <= 4'b0001;
                         counter <= 0;
                         end
                    else begin
                         if  (counter == delay-1 && pause == 0)
                              begin
                              led <=  led<<1; 
                              led[0] <=led[3];
                              counter <= 0;
                              end
                         else if  (pause == 0)
                                   begin  
                                   counter <= counter + 1;
                                   end
                         end
               end			   
      3'b011 : begin         
                    if  (rst == 1)
                         begin
                         led <= 4'b1000;
                         counter <= 0;
                         end
                    else begin
                         if  (counter == delay-1 && pause == 0)
                              begin
                              led <=  led>>1; 
                              led[3] <=led[0];
                              counter <= 0;
                              end
                         else if  (pause == 0)
                                   begin  
                                   counter <= counter + 1;
                                   end
                         end
               end                                                         
     default : begin
               led <= 4'b0; 
               end
 endcase
 always @ (posedge clk)
       begin                 
       sel_delay <= select;   
       internal_rst <= (sel_delay[2] ^ select[2]) | (sel_delay[1] ^ select[1]) | (sel_delay[0] ^ select[0]);
       end
 endmodule
[design/flow/run.sh]
#!/bin/bash
# OpenROAD 26Q1-2900-gdf79404cd8, Yosys 0.63+post, stock flow scripts
make -C /OpenROAD-flow-scripts/flow DESIGN_CONFIG=/design/flow/config.mk WORK_HOME=/design/flow/orfs finish
[design/flow/config.mk]
export PLATFORM = sky130hd
export DESIGN_NAME = blinker
export DESIGN_NICKNAME = blinker
export VERILOG_FILES = /design/flow/design.v
export SDC_FILE = /design/flow/constraint.sdc
export NUM_CORES = 4
export LEC_CHECK = 1
export CORE_UTILIZATION = 40
[design/flow/constraint.sdc]
current_design blinker

set clk_period 4.1
set clk_io_pct 0.2

create_clock -name clk0 -period $clk_period [get_ports {clk}]

set non_clock_inputs [all_inputs -no_clocks]
set_input_delay [expr $clk_period * $clk_io_pct] -clock clk0 $non_clock_inputs
set_output_delay [expr $clk_period * $clk_io_pct] -clock clk0 [all_outputs]
==> reports/qor.yml <==
sta:
  fin_crit_ns: 2.87
  finalCritPeriodShare: 0.699
  slew_violations: 0
  worstMarginPinSlew_ns: 0.807
  max-slew-margin-rel: 0.462
  final-hold-violation-count: 0
  rsz0062_at_grt: "no"
  finClkSkew_ns: 0.00989
  max_freq_mhz: 349
  hold_slack_ns: 0.470
  final.setup.tns_ns: 0
  setup_viol: 0
logic_synthesis:
  synth_flops: 35
  ys_seq_share: 0.491
  synth-edff-count: 31
  ys_chip_area_sq_um: 2060
  syn_inst: 207
  synth_area_sq_um: 2060
  ys_cells: 207
  ys.flop_type: "edfxtp_1"
  post_synth.cell_area_avg_sq_um: 9.94
  synthDistinctLibCells: 35
  synthArstFlopShare: 0
  ys_warn_count: 1
detailed_routing:
  wl_per_cell_microns: 14.0
  vias: 1602
  drtAntennaViolNets: 0
  drc_errors: 0
  drt-vias-per-instance: 5.60
  drt_iter0_markers: 121
  routed_wl_mm: 4.00
  drtPass1Iterations: 4
  diodes: 0
placement:
  hpwl_mm: 2.79
  dp_cells: 278
  port-buffer-count: 9
  gp_congestion: 0.842
worst_setup_path:
  worst-r2r-cell-count: 6
  crit_path_start_kind: "input port"
  r2r_setup_slack_ns: 1.56
  cp.required_ns: 4.10
  r2r_end: "led[0]"
  worstSetupPathType: "input port to flop"
  critPathMaxFanout: 11
  critPathCaptureType: "flop"
  timing.rr.start: "counter[0]"
  critPathArrivalTime_ns: 2.87
clocking:
  cts_tree: "yes"
  clk_pin_slew_ns: 0.07
  clk_latency_ns: 0.29
  cts_made_buffers: 5
  post-cts-setup-buffer-count: 0
  clock-sinks: 35
  cts_hold_buffers: 0
  h-tree-depth: 2
  cts_resized: 0
  clockRootBuffer: "clkbuf_8"
  clk_path_buf_depth: 2
layout:
  logic_area_sq_um: 977
  regArea_sq_um: 1010
  layoutNonFillerInstCount: 286
  area_growth_syn_to_layout_pct: 14.5
  drive_above_1_share: 0.0822
  layout_top_cell: "edfxtp_1"
  fillers: 440
  layout_top_cells: "edfxtp_1 (31), a21oi_1 (24), nor2_1 (19)"
floorplan:
  die_h_microns: 73.7
  fp.dieW_microns: 73.7
  die-area_sq_um: 5430
  row_count: 25
  fp_util: 0.424
  io_pins: 10
  core_area_sq_um: 4850
global_routing:
  track_usage: 0.174
  grt_pass1_vias: 1492
  gr-total-overflow: 0
  antenna_found_initial: 0
  grt_max_degree: 18
  grt_pass1_wl_mm: 6.98
hold_path:
  hold_end: "internal_rst"
  holdCritPathClass: "flop to flop"
  holdPathStages: 2
  min_from: "sel_delay[1]"
job:
  cap_violations: 0
  openroad.warnings: 26
power:
  ir_worst_vdd_mv: 0.356
  p_leak_nw: 0.719
  powerDensity_nw_per_um2: 372
status:
  status: "complete, no violations"
[layout make-up]
cell class              count  area share
repair buffers             12      0.0531
clock inverters             2      0.0255
clock buffers               6      0.0308
flip-flops and latches     35       0.429
multi-input cells         157       0.415
well taps                  67      0.0356
inverters                   7      0.0112
[worst max-delay path, stage by stage]
cell and delay, ns:
clkdlybuf4s50_1 0.44, or4b_1 0.48, or4_4 0.54, o31ai_4 0.20
buf_4 0.22, or2_2 0.18
[state kept, by name, indices dropped and copies added (netlist names)]
signal	count
counter	27
led	4
sel_delay	3
internal_rst	1
[Yosys cell counts (2+ instances only)]
library cell	instances	area [sq um]
nand2_1	11	41.3
buf_6	2	22.5
inv_1	7	26.3
and4_1	3	26.3
or3_1	12	75.1
nor3_1	4	20.0
nor2_1	19	71.3
edfxtp_1	31	931
nand3_1	12	60.1
o21ai_0	13	65.1
xor2_1	3	26.3
clkbuf_1	5	18.8
nor4_1	3	18.8
or4_4	2	22.5
nand4_1	6	37.5
a21oi_1	25	125
ha_1	3	37.5
mux2_2	2	22.5
or4_1	8	60.1
xnor2_1	11	96.3
a22o_1	2	17.5
dfxtp_1	4	80.1
o31ai_1	7	52.6
[worst max path at each step]
| stage | endpoint | startpoint | cells after the start |
|---|---|---|---|
| after CTS | led[3] | pause | 6 |
| final | led[0] | pause | 6 |
| after global routing | led[0] | pause | 6 |
[stage by stage]
| stage | cell area [sq um] | power, W | util | setup slack (ns) |
|---|---|---|---|---|
| 2_1_floorplan | 2060 | 0.000487 | - | 1.33 |
| 5_1_grt | 2360 | 0.000913 | 0.486 | 1.18 |
| 4_1_cts | 2360 | 0.000882 | 0.486 | 1.24 |
| 6_report | 2360 | 0.000877 | 0.486 | 1.23 |
| 3_5_place_dp | 2220 | 0.000517 | 0.459 | 0.919 |
| 3_3_place_gp | 2220 | 0.000517 | 0.459 | 0.958 |
[power by group]
part | switching, W | internal (W)
Clock | 0.000124 | 0.000243
Combinational | 0.0000386 | 0.0000364
Sequential | 0.0000247 | 0.000409
[layer usage]
metal  global-route usage  up-vias  wire, microns
li1                     -      816              -
met1                0.293      748           2060
met2                0.252       30           1720
met3               0.0347        8            167
met4               0.0214        0             57
met5                    0        -              0
[logic make-up (layout without fill, tap and decap cells)]
group / count (synthesis) / count (layout) / share of synthesized area
and+or+nand+nor: 86 / 86 / 0.233
AOI/OAI and AO/OA: 52 / 52 / 0.151
muxes: 2 / 2 / 0.0109
DFF: 35 / 35 / 0.491
xor gates and xnor gates: 14 / 14 / 0.0596
adders and majority gates: 3 / 3 / 0.0183
buffers and inverters: 15 / 27 / 0.0353
No activity file was given, so power comes from the tool's default toggle rates.
