## ./run.sh

```bash
#!/bin/bash
# OpenROAD 26Q1-2900-gdf79404cd8, Yosys 0.63+post, stock flow scripts
make -C /OpenROAD-flow-scripts/flow DESIGN_CONFIG=/design/flow/config.mk WORK_HOME=/design/flow/orfs finish
```

## ./design.v

```verilog
module mealy_fsm (reset,clk,in_seq,out_seq);
  input reset;
  input clk;
  input in_seq;
  output out_seq;
  reg out_seq;
  reg in_seq_reg;
  parameter SIZE = 3;
  parameter  S0 = 3'b000,
				 S1 = 3'b001,
				 S2 = 3'b010,
				 S3 = 3'b011, 
				 S4 = 3'b100;
  reg   [SIZE-1:0] state;         
  reg   [SIZE-1:0] next_state;    
  always @ (posedge clk)
  begin : REG_INPUT
    if (reset == 1'b1) 
       in_seq_reg <= #5 1'b0;
     else
       in_seq_reg <= #5 in_seq;
  end
 always @ (state or in_seq_reg or reset)
  begin : FSM_COMBO
    next_state = 3'b00;
    if (reset == 1'b1)
       out_seq <= 1'b0;
     else 
	  begin
      case(state)
       S0 : if (in_seq_reg == 1'b0) begin
               next_state = S1;
      	         out_seq <= 1'b0;
              end 
             else begin
               next_state = S0;
               out_seq <= 1'b0;
              end
       S1 : if (in_seq_reg == 1'b0) begin                
               next_state = S1;
               out_seq <= 1'b0;
              end
             else begin
               next_state = S2;
               out_seq <= 1'b0;
              end
      S2 : if (in_seq_reg == 1'b0) begin
              next_state = S1;
              out_seq <= 1'b0;
             end
            else begin
              next_state = S3;
              out_seq <= 1'b0;
             end
      S3 : if (in_seq_reg == 1'b0) begin
              next_state = S4;
              out_seq <= 1'b0;
             end
            else begin
              next_state = S0;
              out_seq <= 1'b0;
             end
      S4 : if (in_seq_reg == 1'b0) begin
              next_state = S1;
              out_seq <= 1'b0;
             end
            else begin
              next_state = S0;
              out_seq <= 1'b1;
             end				 
     default : begin
                next_state = S0;
                out_seq <= 1'b0;
              end
    endcase
    end
end
 always @ (posedge clk)
	 begin:FSM_SEQ
		if(reset == 1'b1)
			state <= S0;
		else
			state <= next_state;
	  end
endmodule     
```

## ./config.mk

```make
export PLATFORM = sky130hd
export DESIGN_NAME = mealy_fsm
export DESIGN_NICKNAME = mealy_fsm
export VERILOG_FILES = /design/flow/design.v
export SDC_FILE = /design/flow/constraint.sdc
export NUM_CORES = 4
export LEC_CHECK = 1
export CORE_AREA = 10 10 70 70
export DIE_AREA = 0 0 80 80
```

## ./constraint.sdc

```tcl
current_design mealy_fsm

set clk_period 1.5
set clk_io_pct 0.2

create_clock -name clk0 -period $clk_period [get_ports {clk}]

set non_clock_inputs [all_inputs -no_clocks]
set_input_delay [expr $clk_period * $clk_io_pct] -clock clk0 $non_clock_inputs
set_output_delay [expr $clk_period * $clk_io_pct] -clock clk0 [all_outputs]
```

==> run summary <==
Results of the run.

According to the floorplan log, the row count is 21. The most frequently used library cell after synthesis is dfxtp_1. The logs give a warning total of 25.

The worst hold-check slack is 0.460 ns. Synthesis produced a netlist whose cell count is 17. The die covers 6400 sq um. The launch instance of the worst register-to-register path is state[1]$_DFF_P_.

Looking at the setup timing report, the critical path kind is flop to output port. The clock tree root buffer cell is clkbuf_4. The final report lists a non-filler cell total of 72. The fraction of the yosys area taken by sequential cells is 0.658. The timing startpoint of the critical path is in_seq_reg$_SDFF_PP0_. Entering global routing, the biggest net connects 5 pins. After global routing the overflow that remains totals 0. The number of setup violations in the final report is 0.

In this run the remaining antenna-violating nets after routing total 0. The fmax is 742 MHz. For this block, the initial DRC count from the detailed router was 0. The floorplan step defined a core boundary enclosing 3420 sq um. The count of pins on the block boundary is 4. The clock transition at the registers of the reported paths is 0.04 ns. Max-cap violations in this run came to 0. The post-route minimum period is 1.35 ns.

The max-slew headroom at the worst pin is 0.796. In the Yosys report the total cell count is 17. The first-pass GRT wire length is 793 um.

STA classifies the critical path endpoint as an output port. The routing usage on met1 is 0.0206. The distinct cell type count after synthesis is 6.

The antenna diode count is 0. The synthesis report gives the async set-or-reset register share as 0. The flop-to-flop setup slack is 0.66 ns. In this run the cell area of the synthesized design comes to 183 sq um. For reference, the post-synthesis area per instance comes to 10.7 sq um. The horizontal die dimension is 80 um. The depth of the most critical reg-to-reg path is 2.

The placement stage leaves a total instance area of 278 sq um. The maximum net fanout on the critical path is 2. In this run the number of H-tree levels came out at 1. The clock tree from TritonCTS is built.

The clock sink total is 6. The first-pass iteration count of the detailed router is 1. After detailed routing, the number of remaining DRC violations is 0. The pin slew with the least headroom to its limit is 0.303 ns.

For met2 alone, demand over resource in global routing was 0.0201. The number of global-route vias before repair is 180. In this run the worst hold path is classified as flop to flop. The detailed router reported a total wirelength of 400 um.

The switching fraction of total power is 0.197. The worst setup path is launched from a flop. The register with the most flip-flops in the layout has 5 of them. Across all layers, the routed design uses 144 vias. The number of pins exceeding their max-slew limit in the final report is 0. In this run the static leakage power is 0.122 nW.

Routing resource usage on met3 recorded by global route was 0.0159. The area fraction of the dominant cell type after synthesis is 0.658. In the final timing run, aggregate negative setup slack is 0 ns.

For this run, the number of Yosys warnings is 1. The final routed wire length divided by cell count is 5.56 um. The weighted congestion at the end of routability-driven global placement is 0.629. Per the summary, power density relative to cell area is 1050 nW/um^2. The share of total power dissipated in combinational logic is 0.070. The fraction of layout instances using a drive strength above 1 is 0.308. The chip area line in the Yosys stat output reads 183 sq um. The flow ran to the end, and the final reports show no timing, DRC or antenna violations. dfxtp_1 takes more of the synthesized area than any other cell. The highest-utilization routing layer at the global route stage is met1. The ratio of routed vias to standard cells is 2.00. The flip-flop and latch count after synthesis is 6. In the post-synthesis netlist, the biggest area contributors are dfxtp_1, and2_1, nor2b_1, nor4_1, nor2_1. Per the power-grid run, VDD falls by no more than 0.000653 V.

Once placement completed, the tool counted placed cells totaling 67. Across the routed clock network, the largest skew measured is 0.000207 ns. Summing all non-filler instances in the final layout gives an area of 322 sq um.

Compared with the post-synthesis result, the final layout area differs by 76.0%. During placement, the flow inserted port buffers numbering 3. The synthesis run shows the most used standard cells to be dfxtp_1, and2_1, nor2_1, nor2b_1, nor4_1. The number of enable flip-flop cells is 0. The net switching power is 0.0667 mW. The initial antenna violation count came to 0.

The cell internal power dissipation is 0.272 mW. The share of power burned in the clock network is 0.425. The critical path ends at out_seq. The clock reaches the later pin of the worst-skew pair after 0.24 ns. Once detailed placement completed, the half-perimeter wirelength came to 293 um. Total global-route track usage over all layers is 0.0162.

The arrival time of data at the critical path endpoint is 1.05 ns. The maximum buffer depth of the clock tree is 2. Setup repair after global routing left no endpoint under its margin. The required time at the worst-slack endpoint is 1.20 ns. The number of buffers added to fix hold violations after cts is 0. The sequential cell fraction of total power is 0.505. The end of the worst register-to-register path is state[3]$_DFF_P_. The number of buffers added by the clock tree synthesis step is 3.

The overall die height is 80 um. Dividing the final minimum period by the clock period gives 0.899. In the floorplan report the effective utilization is 0.0535. The leading register cell type out of synthesis is dfxtp_1. The number of hold violations in the final report is 0.
final cells by class:
cell class                      instances  area (sq um)
Timing Repair Buffer                    6          50.0
Fill cell                             409          3090
Tap cell                               46          57.6
Multi-Input combinational cell         11          70.1
Clock buffer                            3          22.5
Sequential cell                         6           121
stage by stage:
stage | worst slack (ns) | util | total power, mW
after floorplan | 0.626 | - | 0.181
after global placement | -0.372 | 0.0813 | 0.191
after detailed placement | -0.382 | 0.0813 | 0.192
after CTS | 0.144 | 0.0941 | 0.345
after global routing | 0.0684 | 0.0941 | 0.360
final | 0.152 | 0.0941 | 0.339
how the worst min path moves through the flow:
stage / from / endpoint / slack [ns] / cells past startpoint
finish: state[2]$_DFF_P_ / state[4]$_DFF_P_ / 0.46 / 1
CTS: state[2]$_DFF_P_ / state[4]$_DFF_P_ / 0.46 / 1
global route: state[4]$_DFF_P_ / state[1]$_DFF_P_ / 0.48 / 1
cells in the final DEF (no fill, tap or decap):
master / instances
dfxtp_1: 5
and2_1: 4
clkbuf_4: 3
buf_4: 3
nor4_1: 2
nor2_1: 2
dlygate4sd2_1: 2
nor2b_4: 1
nor3_1: 1
nor2b_1: 1
dfxtp_2: 1
clkdlybuf4s50_1: 1
power by group through the flow:
stage / logic [mW] / registers (mW) / clock network [mW]
after CTS: 0.0240 / 0.171 / 0.150
after global routing: 0.0276 / 0.172 / 0.160
final: 0.0238 / 0.171 / 0.144
what timing repair did:
action | 4_1_cts | 5_1_grt
resized | 5 | 0
buffers inserted | 2 | 0
setup endpoints to repair | 1 | 0
per-layer routing:
| metal | vias up | part of all wire |
|---|---|---|
| met3 | 0 | 0.13 |
| met1 | 61 | 0.57 |
| met4 | 0 | 0 |
| met2 | 7 | 0.31 |
| met5 | - | 0 |
| li1 | 76 | - |
worst max-delay path, cell delays in order (launching register included):
cell	delay, ns
dfxtp_2	0.31
nor2b_4	0.12
and2_1	0.13
dlygate4sd2_1	0.24
kinds of logic (layout without fill, tap and decap cells):
kind of cell / count (synthesis) / count (layout) / synth area share
buffers and inverters: 0 / 9 / 0
and+or+nand+nor: 11 / 11 / 0.342
DFF: 6 / 6 / 0.658
Power is estimated from default activity; no workload was simulated.
