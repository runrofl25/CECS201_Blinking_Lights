===== flow/config.mk =====
export PLATFORM = sky130hd
export DESIGN_NAME = blinking
export DESIGN_NICKNAME = blinking
export VERILOG_FILES = /design/flow/design.v
export SDC_FILE = /design/flow/constraint.sdc
export NUM_CORES = 4
export LEC_CHECK = 1
export CORE_AREA = 10 10 94 94
export DIE_AREA = 0 0 104 104

===== flow/constraint.sdc =====
current_design blinking

set clk_period 4.5
set clk_io_pct 0.2

create_clock -name clk0 -period $clk_period [get_ports {CLOCK_50}]

set non_clock_inputs [all_inputs -no_clocks]
set_input_delay [expr $clk_period * $clk_io_pct] -clock clk0 $non_clock_inputs
set_output_delay [expr $clk_period * $clk_io_pct] -clock clk0 [all_outputs]

===== flow/design.v =====
module blinking (
    input CLOCK_50,
    output [1:0] LEDG
);
    reg data1 = 1'b1;
    reg [32:0] counter;
    reg state;
    assign LEDG[0] = state;
    assign LEDG[1] = data1;
    always @ (posedge CLOCK_50) begin
        counter <= counter + 1;
        state <= counter[26];  
    end
endmodule

===== flow/run.sh =====
#!/bin/bash
# OpenROAD 26Q1-2900-gdf79404cd8, Yosys 0.63+post, stock flow scripts
make -C /OpenROAD-flow-scripts/flow DESIGN_CONFIG=/design/flow/config.mk WORK_HOME=/design/flow/orfs finish

==> results.sh <==
# physical design summary
export IMPL_synth_area_top_cells="sky130_fd_sc_hd__dfxtp_1 (52%), sky130_fd_sc_hd__xnor2_1 (15%), sky130_fd_sc_hd__xor2_1 (5.7%)"
export IMPL_clock_tree_root_cell="sky130_fd_sc_hd__clkbuf_8"
export IMPL_cellLeakagePower_nw=0.432
export IMPL_setup_worst_path_class="reg2out"
export IMPL_placement_setup_worst_slack_ns=2.86
export IMPL_drt_pre_antenna_iters=3
export IMPL_netlist_cell_type_count=19
export IMPL_ys_cells=99
export IMPL_grt_pass1_wl_mm=2.48
export IMPL_drt_total_wl_mm=1.35
export IMPL_wire_per_inst_um=6.83
export IMPL_area_delta_synth_final_pct=14.4
export IMPL_number_of_placement_rows=30
export IMPL_detailedPlacementHpwl_um=996
export IMPL_numPlacedInstances=194
export IMPL_ctsHtreeMaxLevel=1
export IMPL_min_to="state"
export IMPL_stage_log_warnings=25
export IMPL_grt_setup_unrepaired="no"
export IMPL_timing_final_crit_period_ns=1.92
export IMPL_worstHoldPathType="reg2reg"
export IMPL_worstSetupStartpointType="register"
export IMPL_share_clk_of_total_power_pct=34.0
export IMPL_clock_path_buffers=2
export IMPL_vias_in_the_first_global_route=577
export IMPL_fmax_mhz=520
export IMPL_synth_top_area_share_pct=51.7
export IMPL_cts_buffers_inserted=3
export IMPL_number_of_standard_cells_after_synthesis=99
export IMPL_io_pins=3
export IMPL_avgSynthCellArea_um2=10.9
export IMPL_buffer_ports_inserted=1
export IMPL_postSynthRegisterBits=28
export IMPL_post_route_period_util_pct=42.8
export IMPL_ant_nets=0
export IMPL_initial_antenna_violation_count=0
export IMPL_timing_setup_tns_ns=0
export IMPL_number_of_slew_limit_violations_in_the_final_report=0
export IMPL_clock_sinks=28
export IMPL_hold_path_depth=0
export IMPL_critical_path_cell_chain="clkdlybuf4s50_1"
export IMPL_outcome="completed"
export IMPL_antennaDiodeCount=0
export IMPL_relative_contribution_of_sequential_cells_to_total_power_pct=66.0
export IMPL_finalCoreUtilization_pct=18.2
export IMPL_post_cts_resized_instances=0
export IMPL_hold_path_startpoint="counter[26]"
export IMPL_crit_path_max_incr_delay_ns=0.45
export IMPL_arrival_ns=1.02
export IMPL_grt_max_degree=15
export IMPL_yosys_stat_seqShare_pct=51.7
export IMPL_insertion_delay_ns=0.26
export IMPL_cts_repair_timing_setup_buffer_count=0
export IMPL_power_report_internal_total_mw=0.307
export IMPL_path_clk_slew_ns=0.08
export IMPL_synth_async_reset_ratio_pct=0
export IMPL_synth_warning_count=1
export IMPL_crit_path_max_fanout=1
export IMPL_drive_above_1_share_pct=7.92
export IMPL_most_frequent_cell_after_synthesis="sky130_fd_sc_hd__dfxtp_1"
export IMPL_top_cells_by_count="sky130_fd_sc_hd__dfxtp_1 (28), sky130_fd_sc_hd__xnor2_1 (18), sky130_fd_sc_hd__nand3_1 (11)"
export IMPL_stdcell_count=197
export IMPL_crit_required_ns=3.60
export IMPL_timing_final_setup_violations=0
export IMPL_power_combinational_fraction_pct=0
export IMPL_power_switching_mw=0.0676
export IMPL_tritoncts="built"
export IMPL_critical_path_endpoint_type="primary output"
export IMPL_clock_skew_ns=0.00184
export IMPL_max_cap_violations=0
export IMPL_finalHoldViolCount=0
export IMPL_reg2reg_setup_slack_ns=2.87
export IMPL_postSynth_topFlopCell="sky130_fd_sc_hd__dfxtp_1"
export IMPL_floorplan_initialDensity_pct=15.9
export IMPL_grt_total_usage_pct=2.60
export IMPL_drt_iter0_markers=20
export IMPL_p_total_mw=0.375
export IMPL_die_w_um=104
export IMPL_timing_rr_end="counter[26]"
export IMPL_critical_path_top_delay_family="buffers and inverters"
export IMPL_fp_dieArea_um2=10800
export IMPL_placeableCoreArea_um2=6830
export IMPL_fin_ws_ns=2.58
export IMPL_fp_dieH_um=104
export IMPL_edf_count=0
export IMPL_slowest_stage="sky130_fd_sc_hd__clkdlybuf4s50_1"
export IMPL_ctsHoldBuffers=0
export IMPL_critical_path_n_buffers_inverters=1
export IMPL_sw_frac_of_total_pct=18.0
export IMPL_drt_drc_violations_left=0
export IMPL_placer_congestion=0.742
export IMPL_netlist_top_cell_by_area="sky130_fd_sc_hd__dfxtp_1"
export IMPL_synthesis_area_um2=1080
export IMPL_yosys_stat_chipArea_um2=1080
export IMPL_crit_path_start="state"
export IMPL_worst_r2r_startpoint="counter[0]"
export IMPL_worstRegToRegCells=5
export IMPL_remaining_overflow_grt=0
export IMPL_detailroute_via_count=623
export IMPL_power_density_nw_per_um2=302
export IMPL_worst_ir_drop_vdd_mv=0.102
export IMPL_vias_per_cell=3.16
-- registers in the layout, indices dropped and copies added (netlist names) --
register  flops
state         1
counter      27
-- layer usage --
| layer | track usage, % | vias up | share of wire, % |
|---|---|---|---|
| met2 | 3.33 | 5 | 39 |
| li1 | - | 336 | - |
| met4 | 0.298 | 0 | 0.59 |
| met1 | 4.03 | 280 | 56 |
| met5 | 0 | - | 0 |
| met3 | 1.07 | 2 | 4.5 |
-- placed cells by master (no fill, tap or decap) --
master / synthesis / routed
sky130_fd_sc_hd__or2_1: 1 / 1
sky130_fd_sc_hd__conb_1: 1 / 1
sky130_fd_sc_hd__inv_1: 2 / 2
sky130_fd_sc_hd__nand4_1: 5 / 5
sky130_fd_sc_hd__xnor2_1: 18 / 18
sky130_fd_sc_hd__dfxtp_1: 28 / 28
sky130_fd_sc_hd__ha_1: 1 / 1
sky130_fd_sc_hd__nor4_4: 2 / 2
sky130_fd_sc_hd__nand2_1: 7 / 7
sky130_fd_sc_hd__and3_1: 5 / 5
sky130_fd_sc_hd__nand4_4: 1 / 1
sky130_fd_sc_hd__nor3_1: 2 / 2
sky130_fd_sc_hd__xor2_1: 7 / 7
sky130_fd_sc_hd__clkdlybuf4s50_1: 0 / 1
sky130_fd_sc_hd__nor2_1: 3 / 3
sky130_fd_sc_hd__nand4_2: 1 / 1
sky130_fd_sc_hd__clkbuf_8: 0 / 3
sky130_fd_sc_hd__or3_4: 1 / 1
sky130_fd_sc_hd__and2_1: 1 / 1
sky130_fd_sc_hd__nand3_1: 11 / 11
-- worst max-delay path by stage --
stage | endpoint | slack, ns | depth (start not counted)
final | LEDG[0] | 2.58 | 1
after global routing | LEDG[0] | 2.53 | 1
after CTS | LEDG[0] | 2.55 | 1
-- stage by stage --
step,instance area [um2],hold WS [ns]
global placement,1200,0.359
detailed placement,1200,0.362
global route,1240,0.386
CTS,1240,0.374
finish,1240,0.370
floorplan,1080,0.350
-- power groups by stage --
stage                 Sequential [mW]  Combinational, mW  Clock (mW)
after CTS                       0.248          0.0000628       0.136
after global routing            0.248           0.000109       0.142
final                           0.247          0.0000342       0.127
-- cell type report --
class	count	area, um2
sequential	28	561
fill	774	5590
inverter	2	7.51
tap	96	120
clock buffer	3	41.3
timing repair buffer	1	10.0
multi-input combinational	67	500
-- worst register-to-register path, cell delays in order (launching register included) --
cell and delay, ns:
sky130_fd_sc_hd__dfxtp_1 0.39, sky130_fd_sc_hd__ha_1 0.27, sky130_fd_sc_hd__nand2_1 0.13, sky130_fd_sc_hd__nor4_4 0.43
sky130_fd_sc_hd__nand4_1 0.17, sky130_fd_sc_hd__xnor2_1 0.15
-- cell families (layout without fill, tap and decap cells) --
| kind of cell | Yosys count | after routing | synth area share (%) |
|---|---|---|---|
| and+or+nand+nor | 40 | 40 | 24.5 |
| DFF | 28 | 28 | 51.7 |
| xor gates and xnor gates | 25 | 25 | 20.2 |
| buffers and inverters | 4 | 6 | 2.08 |
| adders and majority gates | 1 | 1 | 1.15 |
| other | 1 | 1 | 0.346 |
Power is estimated from default activity; no workload was simulated.
